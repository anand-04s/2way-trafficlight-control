`flow/design.v`:
```
`timescale 1ns/1ps
module traffic_controller #(
    parameter GREEN_CYCLES  = 100,
    parameter YELLOW_CYCLES = 20,
    parameter ALLRED_CYCLES = 10
)(
    input  clk,
    input  rst,                  
    output reg [2:0] ns_light,   
    output reg [2:0] ew_light    
);
    parameter S_NS_GREEN  = 3'd0;
    parameter S_NS_YELLOW = 3'd1;
    parameter S_ALL_RED_1 = 3'd2;
    parameter S_EW_GREEN  = 3'd3;
    parameter S_EW_YELLOW = 3'd4;
    parameter S_ALL_RED_2 = 3'd5;
    reg [2:0] state;
    reg [31:0] counter;  
    always @(posedge clk) begin
        if (rst) begin
            state   <= S_NS_GREEN;
            counter <= 0;
        end else begin
            case (state)
                S_NS_GREEN: begin
                    if (counter >= GREEN_CYCLES - 1) begin
                        state   <= S_NS_YELLOW;
                        counter <= 0;
                    end else counter <= counter + 1;
                end
                S_NS_YELLOW: begin
                    if (counter >= YELLOW_CYCLES - 1) begin
                        state   <= S_ALL_RED_1;
                        counter <= 0;
                    end else counter <= counter + 1;
                end
                S_ALL_RED_1: begin
                    if (counter >= ALLRED_CYCLES - 1) begin
                        state   <= S_EW_GREEN;
                        counter <= 0;
                    end else counter <= counter + 1;
                end
                S_EW_GREEN: begin
                    if (counter >= GREEN_CYCLES - 1) begin
                        state   <= S_EW_YELLOW;
                        counter <= 0;
                    end else counter <= counter + 1;
                end
                S_EW_YELLOW: begin
                    if (counter >= YELLOW_CYCLES - 1) begin
                        state   <= S_ALL_RED_2;
                        counter <= 0;
                    end else counter <= counter + 1;
                end
                S_ALL_RED_2: begin
                    if (counter >= ALLRED_CYCLES - 1) begin
                        state   <= S_NS_GREEN;
                        counter <= 0;
                    end else counter <= counter + 1;
                end
                default: begin
                    state   <= S_NS_GREEN;
                    counter <= 0;
                end
            endcase
        end
    end
    always @(*) begin
        ns_light = 3'b100;  
        ew_light = 3'b100;
        case (state)
            S_NS_GREEN: begin
                ns_light = 3'b001;  
                ew_light = 3'b100;  
            end
            S_NS_YELLOW: begin
                ns_light = 3'b010;  
                ew_light = 3'b100;  
            end
            S_ALL_RED_1: begin
                ns_light = 3'b100;
                ew_light = 3'b100;
            end
            S_EW_GREEN: begin
                ns_light = 3'b100;
                ew_light = 3'b001;
            end
            S_EW_YELLOW: begin
                ns_light = 3'b100;
                ew_light = 3'b010;
            end
            S_ALL_RED_2: begin
                ns_light = 3'b100;
                ew_light = 3'b100;
            end
        endcase
    end
endmodule
```
`flow/run.sh`:
```
#!/bin/bash
# OpenROAD 26Q1-2900-gdf79404cd8, Yosys 0.63+post, stock flow scripts
make -C /OpenROAD-flow-scripts/flow DESIGN_CONFIG=/design/flow/config.mk WORK_HOME=/design/flow/orfs finish
```
`flow/config.mk`:
```
export PLATFORM = sky130hd
export DESIGN_NAME = traffic_controller
export DESIGN_NICKNAME = traffic_controller
export VERILOG_FILES = /design/flow/design.v
export SDC_FILE = /design/flow/constraint.sdc
export NUM_CORES = 4
export LEC_CHECK = 1
export CORE_UTILIZATION = 30
```
`flow/constraint.sdc`:
```
current_design traffic_controller

set clk_period 3.8
set clk_io_pct 0.2

create_clock -name clk0 -period $clk_period [get_ports {clk}]

set non_clock_inputs [all_inputs -no_clocks]
set_input_delay [expr $clk_period * $clk_io_pct] -clock clk0 $non_clock_inputs
set_output_delay [expr $clk_period * $clk_io_pct] -clock clk0 [all_outputs]
```
==> notes.md <==
The run has ended; figures from its reports follow.

The share of layout cells above drive strength 1 came out at 12.41%. The transition time of the tightest slew-check pin came out at 0.5084 ns. The peak supply drop came out at 0.0002569 V. The run finished with clean final reports. The number of H-tree levels is 2. The Yosys warning count came out at 1. Hold is met by 0.5098 ns. In the routed netlist, the antenna diode instances number 0.

For reference, the most critical setup path is categorized as register to output pin. The cell type of the slowest stage on the worst timing path is clkdlybuf4s50_1. The final route contains 834 vias.

The floorplan row count is 23. The routability congestion estimate from global placement came out at 0.8458. The logic gate share of total power is 3.7%.

The final-layout setup total negative slack came out at 0 ns. The number of standard cells in the final layout excluding fillers came out at 195. The static leakage power came out at 0.6034 nW. The number of cell instances after yosys synthesis is 111. CTS added clock buffers totalling 5. The end-of-flow timing check tallies setup violations at 0. The y dimension of the die is 67.45 um. The wire length recorded after detailed routing is 1875 um. The insertion delay to the later sink of the worst-skew pair is 0.28 ns. The count of state elements after synthesis came out at 38.

The gate count of the mapped netlist came out at 111. The number of different library cells in the post-synthesis netlist came out at 33. The data required time at the worst endpoint is 3.04 ns. The arrival time at the worst endpoint is 1.25 ns. The internal portion of total power is 0.6390 mW. The chip area estimate from yosys synthesis is 1285 sq um. The horizontal die dimension is 67.45 um. The critical path launch point type is a register. The root buffer cell chosen for the clock tree is clkbuf_8.

The sequential cell area fraction in the yosys report came out at 59.20%. The fraction of post-synthesis cell area in the top cell type by area came out at 59.20%. The detail route stage leaves a number of antenna-violating nets equal to 0. The clock network fraction of total power came out at 42.3%.

The maximum clock rate came out at 497.3 MHz. Counting tap cells, the placed design contains a total of 188 instances. The detail-routed net length per standard cell is 9.615 um.

The die covers 4549 sq um. The max-slew violation count is 0. In this run the critical path is formed by nor2_1 -> clkdlybuf4s50_1. The final hold violation count is 0.

The fill cell instance count of the final layout came out at 369. The clock edge transition at the registers on the reported setup and hold paths came out at 0.07 ns. The final period demand of the worst path is 2.011 ns. The timing report gives the biggest stage delay along the critical path as 0.48 ns. The clock tree has to reach 38 sinks.

For this design the ratio of total power to cell area is 486.1 nW/um^2. The switching fraction of total power came out at 18.11%. TritonCTS built the clock tree. The average size of a mapped cell is 11.58 sq um.

In this run the worst hold path is classified as register to register. The core outline area came out at 4058 sq um. The core utilization before placement came out at 31.67%. Per the GRT congestion report, total overflow comes to 0. The area of the multi-input gates is 573.1 sq um.

The total half-perimeter wirelength after legalization and detailed placement came out at 1367 um. The maximum fanout encountered on the critical timing path came out at 5. For the completed layout, the total cell area is recorded as 1605 sq um. The kind of capture point of the worst setup path is an output pin. The number of global-route vias before repair is 792.

The power spent charging and discharging nets is 0.1413 mW. Between clock sinks in the finished design, the worst skew comes to 0.005073 ns. Setup repair after global routing left no endpoint under its margin. The count of boundary I/O pins came out at 8. Post-CTS timing repair inserted 0 buffers for setup. The report lists the number of cells resized after CTS as 0.

The overall power is 0.7803 mW. Global routing used 9.711% of the available tracks. The first-pass GRT wire length came out at 3312 um. Per the placement log, port buffering inserted 7 buffers.

The portion of the clock cycle consumed by the worst path in the final layout came out at 52.92%. The number of detailed-routing iterations run before antenna repair came out at 5. The count of routing violations after the opening detailed-route iteration came out at 34.

The number of antenna violations at the first check in global routing came out at 0. The biggest area contributor in the post-synthesis netlist is dfxtp_1. The number of buffers between clock root and the deepest sink is 2.

The mapped cell area is 1285 sq um. The count of warning messages emitted by the tools is 27. The main area contributors are dfxtp_1, a2111oi_4, ha_1, nand3_1, nor3_1. The number of max-capacitance violations reported is 0. Entering global routing, the biggest net connects 12 pins. The instance area at placement is 1493 sq um.

The detailed-route DRC error count came out at 0. The number of hold buffers added after CTS came out at 0. Using the TritonRoute via totals, the vias-per-cell ratio works out to 4.277. In this run, flip-flops and latches consume 53.9% of the power. The register area came out at 760.7 sq um. The headroom to the max-slew limit is 66.11%. The growth of design area from synthesis to finish is 24.93%.
==> kinds of logic after synthesis <==
group                      count (synthesis)  share of synthesized area, %
adders and majority gates                  3                         2.921
buffers and inverters                     11                         3.213
xor gates and xnor gates                   4                         2.727
and+or+nand+nor                           37                         17.23
other                                      1                        0.2918
DFF                                       38                         59.20
AOI/OAI and AO/OA                         17                         14.41
==> cell type report <==
| type | count | area share [%] |
|---|---|---|
| multi-input cells | 86 | 35.70 |
| repair buffers | 7 | 4.365 |
| clock buffers | 6 | 5.144 |
| flip-flops and latches | 38 | 47.39 |
| clock inverters | 1 | 1.871 |
| well taps | 50 | 3.897 |
| inverters | 7 | 1.637 |
==> layer usage <==
metal	GRT usage, %	part of all wire (%)	vias up
met4	1.862	0.48	0
met3	3.253	7.4	2
met5	0	0	-
li1	-	-	443
met2	14.00	43	25
met1	14.45	49	364
==> flip-flops by register name, indices dropped and copies added, names as in the netlist <==
register and flops:
counter 32, state 6
==> worst max-delay path: cells and delay by family, from the launching register on <==
kind / cells / cell delay, ns
buffers and inverters: 1 / 0.48
DFF: 1 / 0.35
and+or+nand+nor: 1 / 0.14
==> power by group through the flow <==
| stage | Clock, mW | Combinational, mW | Sequential, mW |
|---|---|---|---|
| final | 0.330 | 0.0291 | 0.421 |
| after CTS | 0.341 | 0.0293 | 0.421 |
| after global routing | 0.359 | 0.0334 | 0.423 |
==> Yosys cell counts (all sizes together) <==
| cell type | n |
|---|---|
| a2111oi | 2 |
| ha | 3 |
| o32ai | 4 |
| and4b | 1 |
| or3b | 1 |
| nor2 | 7 |
| a31oi | 2 |
| xnor2 | 3 |
| dfxtp | 38 |
| a21oi | 1 |
| or3 | 3 |
| o22ai | 1 |
| and4 | 1 |
| nor4 | 4 |
| o211ai | 1 |
| or4 | 2 |
| xor2 | 1 |
| inv | 7 |
| a211oi | 3 |
| nor3 | 6 |
| a31o | 1 |
| clkbuf | 4 |
| and3 | 1 |
| o21ai | 1 |
| nand3 | 6 |
| nor3b | 1 |
| a221o | 1 |
| conb | 1 |
| nand2 | 4 |
==> layout by cell type (no fill, tap or decap), types with 2 or more instances in the layout <==
| cell type | n |
|---|---|
| nor4_1 | 4 |
| a2111oi_4 | 2 |
| dfxtp_1 | 38 |
| or4_1 | 2 |
| clkdlybuf4s50_1 | 7 |
| nor3_1 | 6 |
| a31oi_1 | 2 |
| nor2_1 | 6 |
| a211oi_2 | 2 |
| ha_1 | 3 |
| nand2_1 | 4 |
| clkbuf_8 | 6 |
| inv_1 | 7 |
| o32ai_1 | 3 |
| nand3_1 | 6 |
| xnor2_1 | 3 |
| conb_1 | 25 |
| or3_4 | 2 |
==> per-stage QoR <==
stage / setup slack (ns) / utilization, %
final: 1.789 / 39.56
after global routing: 1.722 / 39.56
after CTS: 1.783 / 39.56
after detailed placement: 1.729 / 36.79
after global placement: 1.776 / 36.79
after floorplan: 2.090 / -
==> path summary, 6_finish.rpt <==
| path | endpoint | from | slack (ns) | depth (start not counted) |
|---|---|---|---|---|
| worst max-delay path | ew_light[2] | state[5]$_DFF_P_ | 1.79 | 2 |
| worst min-delay path | state[4]$_DFF_P_ | state[4]$_DFF_P_ | 0.51 | 2 |
| worst max register to register | state[0]$_DFF_P_ | counter[1]$_SDFF_PP0_ | 1.95 | 6 |
| worst min register to register | state[4]$_DFF_P_ | state[4]$_DFF_P_ | 0.51 | 2 |
No activity file was given, so power comes from the tool's default toggle rates.
